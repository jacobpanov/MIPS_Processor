## ./run.sh

```bash
#!/bin/bash
# OpenROAD 26Q1-2900-gdf79404cd8, Yosys 0.63+post, stock flow scripts
make -C /OpenROAD-flow-scripts/flow DESIGN_CONFIG=/design/flow/config.mk WORK_HOME=/design/flow/orfs finish
```

## ./config.mk

```make
export PLATFORM = sky130hd
export DESIGN_NAME = data_mem
export DESIGN_NICKNAME = data_mem
export VERILOG_FILES = /design/flow/design.v
export SDC_FILE = /design/flow/constraint.sdc
export NUM_CORES = 4
export LEC_CHECK = 1
export CORE_UTILIZATION = 40
export SYNTH_MEMORY_MAX_BITS = 65536
```

## ./constraint.sdc

```tcl
current_design data_mem

set clk_period 148.2
set clk_io_pct 0.2

create_clock -name clk0 -period $clk_period [get_ports {clk}]

set non_clock_inputs [all_inputs -no_clocks]
set_input_delay [expr $clk_period * $clk_io_pct] -clock clk0 $non_clock_inputs
set_output_delay [expr $clk_period * $clk_io_pct] -clock clk0 [all_outputs]
```

## ./design.v

```verilog
module data_mem #(
    parameter MEM_CELL_SIZE = 8,  
    parameter DATA_MEM_SIZE = 1024  
) (
    input logic clk,  
    input logic rst,  
    input logic read_en,  
    input logic write_en,  
    input logic [32-1:0] addr,  
    input logic [32-1:0] data_in,  
    output logic [32-1:0] data_out  
);
    localparam ADDR_WIDTH = $clog2(DATA_MEM_SIZE);  
    logic [MEM_CELL_SIZE-1:0] dataMem [0:DATA_MEM_SIZE-1];  
    logic [ADDR_WIDTH-1:0] base_address;  
    integer i;
    always_ff @(posedge clk) begin
        if (rst) begin
            for (i = 0; i < DATA_MEM_SIZE; i = i + 1) begin
                dataMem[i] <= 0;
            end
        end else if (write_en) begin
            {dataMem[base_address], dataMem[base_address + 1], dataMem[base_address + 2], dataMem[base_address + 3]} <= data_in;
        end
    end
    assign base_address = ((addr & 32'hFFFFFFFC) >> 2) << 2;
    assign data_out = (read_en && addr >= 1024) ?
        {dataMem[base_address], dataMem[base_address + 1], dataMem[base_address + 2], dataMem[base_address + 3]} :
        32'b0;  
endmodule
```

==> flow_summary.json <==
{
  "status": "finished clean",
  "path_class": "in2out",
  "grt_pass1_vias": 241000,
  "dieHeight_um": 961,
  "h-tree-depth": 6,
  "grt-ovfl-total": 0,
  "final_max_slew_viol_count": 0,
  "fillers": 78600,
  "drc_errors": 0,
  "drt_iter0_markers": 18500,
  "crit_slowest_cell": "a21oi_1",
  "numPortBuffers": 97,
  "yosys-top-cells-count": "and2_1, edfxtp_1, clkbuf_1",
  "clockBufferDepth": 4,
  "synth_top_cell_by_area": "edfxtp_1",
  "most_common_cell": "and2_1",
  "final_area_um2": 413000,
  "hpwl_mm": 904,
  "fin_crit_sh": 0.463,
  "numCtsBuffers": 851,
  "synth_cell_types": 94,
  "synth_flops": 8192,
  "total_leakage_power_nw": 141,
  "dieWidth_um": 961,
  "finalSetupViolations": 0,
  "area_leaders": "edfxtp_1, and2_1, o22ai_1",
  "ios": 100,
  "drive_gt1_frac": 0.165,
  "power_density_nw_per_um2": 12.6,
  "grt_max_degree": 91,
  "coreArea_um2": 918000,
  "crit_chain": "buf_8 > buf_4 > buf_4 > buf_4 > buf_4 > buf_4 > or3b_4 > buf_12 > buf_4 > buf_4 > o22ai_1 > a21oi_1 > o22ai_1 > or4_1 > a211o_1 > nor4_2 > buf_4 > clkdlybuf4s50_1",
  "placed_cells": 38200,
  "max_freq_mhz": 14.6,
  "combGateArea_um2": 111000,
  "p_sw_w": 0.00131,
  "cts_tree": "done",
  "final_hold_viol_count": 0,
  "max-cap-violations": 0,
  "pwr-share-comb": 0.089,
  "seqPwrFrac": 0.518,
  "flop_cell": "edfxtp_1",
  "critPathMaxStageDelay_ps": 960,
  "switching_share": 0.253,
  "cts.sinks": 8192,
  "ir_drop_mv": 0.0140,
  "synth_warnings": 1,
  "synth-edff-count": 8192,
  "cts_resized": 0,
  "syn_area_um2": 368000,
  "log.warning_count": 30,
  "antenna_found_initial": 190,
  "async_flop_share": 0,
  "ctsHoldBuffers": 0,
  "ys_area_um2": 368000,
  "dieArea_um2": 924000,
  "post-route-min-period_ps": 68580,
  "synth_top_area_share": 0.668,
  "drt_first_pass_iters": 6,
  "post-cts-setup-buffers": 0,
  "vias_per_cell": 5.98,
  "wl_per_cell_um": 37.5,
  "drtAntennaViolNets": 0,
  "rsz0062_at_grt": "no",
  "fp_util": 0.401,
  "ys_cells": 27200,
  "worstMarginPinSlew_ps": 1420,
  "end_kind": "output pin",
  "crit_path_frequent_cell": "buf_4",
  "path_max_fanout": 46,
  "synth_seq_share": 0.668,
  "gp_congestion": 0.995,
  "dpl_cell_area_um2": 387000,
  "largest_reg_flops": 8192,
  "num_rows": 352,
  "globalRouteTotalUtil": 0.347,
  "synth.avg_cell_area_um2": 13.5,
  "worst_ep_arrival_time_ps": 38940,
  "finalNonFillerCells": 40100,
  "regArea_um2": 246000,
  "slew_headroom": 0.0542,
  "setup.worst_path.start_class": "input pin",
  "totalWireLength_mm": 1500,
  "critical_path_required_ps": 118560,
  "grt_pass1_wl_mm": 2040,
  "root_buffer": "clkbuf_16",
  "syn_inst": 27200,
  "top_register": "dataMem",
  "p_clk_frac": 0.393,
  "reg_top3": "dataMem (8192)",
  "p_int_w": 0.00387,
  "vias": 240000,
  "hold_class": "in2reg",
  "fin_setup_tns_ps": 0,
  "syn2layout_area_growth_pct": 12.3,
  "clk_pin_slew_ps": 60
}
-- logic make-up (layout without fill, tap and decap cells) --
kind of cell	after synthesis	count (layout)	share of synthesized area
other	0	304	0
and+or+nand+nor	10000	10000	0.164
AOI/OAI and AO/OA	4586	4586	0.0867
muxes	1436	1436	0.0478
DFF	8192	8192	0.668
buffers and inverters	2952	3326	0.0339
-- layout by cell type, fill, tap and decap left out, types with 122 or more instances in the layout --
cell type  Yosys  routed
mux2_2       880     880
mux2i_1      382     382
o22ai_1     1822    1820
nor3_1       147     134
nand2_1      247     235
o21ai_0      438     433
or2_2        262     259
clkinv_1       3     261
a211oi_1     157     141
a21oi_1      452     451
mux4_2       170     170
nor2_2         0     260
clkinv_2       0     122
diode_2        0     304
o221ai_1     707     706
clkbuf_1    2062     232
and2_1      8198    8196
nor2_1       743     479
buf_4        140    1611
clkbuf_16      0     855
edfxtp_1    8192    8192
-- layer usage --
layer	vias up	wire, um	global-route usage
met4	261	113000	0.202
met1	117000	448000	0.365
li1	100000	-	-
met2	18400	619000	0.451
met3	3849	312000	0.309
met5	-	10800	0.112
-- final timing paths --
kind,start,to,slack [ps],depth (start not counted)
setup / recovery,addr[3],data_out[22],79620,18
hold / removal,data_in[8],dataMem[258][0],28900,2
-- worst max-delay path: cells and delay by family --
kind	cells	cell delay, ps
buf+inv	11	5360
simple gates	3	1740
compound gates	4	1900
-- area by class of cell --
cell class / count / share of cell area
Tap cell: 12200 / 0.0370
Timing Repair Buffer: 1738 / 0.0335
Clock buffer: 1087 / 0.0539
Sequential cell: 8192 / 0.595
Antenna cell: 304 / 0.00184
Multi-Input combinational cell: 16000 / 0.270
Inverter: 26 / 0.000327
Clock inverter: 475 / 0.00905
-- power groups by stage --
stage / clock [W] / combinational (W) / sequential [W]
after CTS: 0.00205 / 0.000440 / 0.00269
after global routing: 0.00213 / 0.000465 / 0.00270
final: 0.00204 / 0.000461 / 0.00269
-- per-stage QoR --
step / setup WS, ps / hold slack [ps] / total power (W) / utilization
2_1_floorplan: 86670 / 30060 / 0.00293 / -
3_3_place_gp: 80310 / 30120 / 0.00317 / 0.421
3_5_place_dp: 80300 / 30120 / 0.00317 / 0.421
4_1_cts: 80260 / 28830 / 0.00517 / 0.450
5_1_grt: 79760 / 28900 / 0.00529 / 0.450
6_report: 79620 / 28900 / 0.00519 / 0.450
No activity file was given, so power comes from the tool's default toggle rates.
