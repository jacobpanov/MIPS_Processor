File: flow/run.sh
#!/bin/bash
# OpenROAD 26Q1-2900-gdf79404cd8, Yosys 0.63+post, stock flow scripts
make -C /OpenROAD-flow-scripts/flow DESIGN_CONFIG=/design/flow/config.mk WORK_HOME=/design/flow/orfs finish
File: flow/config.mk
export PLATFORM = sky130hd
export DESIGN_NAME = alu
export DESIGN_NICKNAME = alu
export VERILOG_FILES = /design/flow/design.v
export SDC_FILE = /design/flow/constraint.sdc
export NUM_CORES = 4
export LEC_CHECK = 1
export CORE_UTILIZATION = 50
File: flow/constraint.sdc
current_design alu

set clk_period 17.3
set clk_io_pct 0.2

create_clock -name clk0 -period $clk_period

set non_clock_inputs [all_inputs -no_clocks]
set_input_delay [expr $clk_period * $clk_io_pct] -clock clk0 $non_clock_inputs
set_output_delay [expr $clk_period * $clk_io_pct] -clock clk0 [all_outputs]
File: flow/design.v
module alu (
    input logic [31:0] a,  
    input logic [31:0] b,  
    input logic [2:0] alucontrol,  
    input logic [4:0] shamt,  
    output logic [31:0] y,  
    output logic zero  
);
    always_comb begin
        case (alucontrol)
            3'b000: y = a & b;  
            3'b001: y = a | b;  
            3'b010: y = a + b;  
            3'b110: y = a - b;  
            3'b111: y = (a < b) ? 32'b1 : 32'b0;  
            3'b100: y = b << shamt;  
            3'b101: y = b >> shamt;  
            default: y = 32'bx;  
        endcase
        zero = (y == 0);
    end
endmodule
==> impl_metrics.py <==
# Generated from Yosys and OpenROAD reports
metrics = {
    "run_status": {
        "status": "finished clean",
    },
    "place": {
        "detailedPlacementHpwl_um": 36400,
        "placement.cell_area_um2": 10900,
        "port-buffer-count": 105,
        "gp_congestion": 1.15,
        "pre_cts_ws_ns": 4.69,
    },
    "critical_path": {
        "worstSetupStartpointType": "input pin",
        "path_max_fanout": 28,
        "worst-endpoint-required_ns": 13.84,
        "criticalPathCategory": "in2out",
        "worstSetupEndpointType": "output pin",
        "timing.critical_path.arrival_ns": 9.38,
    },
    "power_and_ir_drop": {
        "p_total_mw": 0.389,
        "p_leak_nw": 4.47,
        "vdd_drop_max_mv": 0.0329,
        "power_per_cell_area_nw_per_um2": 35.8,
    },
    "final_timing": {
        "timing.fmax_mhz": 77.9,
        "timing_worst_slew_pin_value_ns": 1.02,
        "post-route-period-util": 0.742,
        "setup_repair_after_global_routing_missed_its_margin": "no",
        "min_tclk_post_route_ns": 12.84,
        "setup_viol": 0,
        "final.setup.tns_ns": 0,
        "max-slew-margin-rel": 0.314,
        "hold_violations": 0,
        "maxSlewViolCount": 0,
        "finalHoldWorstSlack_ns": 8.21,
        "setup_ws_ns": 4.46,
    },
    "cts": {
        "post_cts_hold_buffer_count": 0,
        "cts.repair.resized": 0,
        "post-cts-setup-buffers": 0,
    },
    "route": {
        "route.antenna.remaining_nets": 0,
        "post_drt_via_cell_ratio": 7.14,
        "wl_per_cell_um": 27.3,
        "routed_wl_um": 46100,
        "route.vias.total": 12070,
        "iteration_0_drc_count_of_the_detailed_router": 1466,
        "drt-pass1-iter-count": 6,
        "insertedDiodeCount": 0,
        "detail_route.drc_violations": 0,
    },
    "logic_synthesis": {
        "yosysCellCount": 1415,
        "post_synth.cell_area_avg_um2": 6.93,
        "total_number_of_yosys_warnings": 1,
        "syn-cell-area_um2": 9800,
        "seq_area_frac_synth": 0,
        "netlist-cell-type-count": 89,
        "post_synth_inst_count": 1415,
        "yosys-stat-area_um2": 9800,
    },
    "floorplan": {
        "core.rowCount": 50,
        "core_density_at_floorplan": 0.517,
        "die-area_um2": 20200,
        "ioPinCount": 105,
        "core_area_um2": 19000,
        "die_width_um": 142,
        "dieHeight_um": 142,
    },
    "layout": {
        "clock_buffer_count_in_the_final_layout": 0,
        "mostFrequentLayoutCells": "nor2_1 (174), nand2_1 (112), ha_1 (106)",
        "ff_count": 0,
        "final_layout_size_suffix_gt1_frac": 0.0874,
        "post-route-cell-area_um2": 10900,
        "seqCellArea_um2": 0,
        "area.growth.synth_to_final_pct": 11.0,
        "final_layout_top_logic_cell": "nor2_1",
        "fillCellCount": 1798,
    },
    "global_routing": {
        "peak_usage_layer_in_the_global_routing_report": "met2",
        "antenna_found_initial": 0,
        "use_met2": 0.682,
        "grt_first_pass_wirelength_um": 68000,
        "groute.usage.overall": 0.463,
        "grt.met1_usage": 0.640,
        "overflow": 0,
        "grt_max_degree": 58,
        "first_global_vias": 10792,
        "met3_track_usage_gr": 0.120,
    },
    "worst_hold_path": {
        "timing.hold.worst_endpoint": "y[1]",
        "worstHoldPathCells": 5,
        "worst_hold_path_type": "in2out",
        "timing.hold.worst.start": "a[1]",
    },
    "run": {
        "drv_cap": 0,
        "log.warning_count": 107,
    },
}
how the worst max path moves through the flow:
stage	startpoint	depth (start not counted)	slack (ns)	endpoint
4_1_cts	alucontrol[1]	13	4.69	zero
5_1_grt	alucontrol[0]	13	4.34	zero
6_report	alucontrol[1]	13	4.46	zero
logic make-up after synthesis:
family	Yosys count	share of synthesized area
buffers and inverters	214	0.0880
AND/OR/NAND/NOR	485	0.240
AND-OR/OR-AND	460	0.322
adder cells (fa/ha/maj)	108	0.139
multiplexers	129	0.193
XOR/XNOR	19	0.0177
cell usage after synthesis, types with 12 or more instances:
library cell	number	share of area
inv_1	94	0.036
nor2_1	174	0.067
mux4_2	46	0.11
clkbuf_1	75	0.029
nand2_1	112	0.043
nor2b_1	22	0.014
a21o_1	16	0.012
o21ai_0	89	0.045
nand3_1	29	0.015
o211ai_1	20	0.015
mux2i_1	62	0.063
xnor2_1	13	0.012
buf_2	29	0.015
nor3_1	32	0.016
a221oi_1	12	0.011
or3_1	13	0.0083
nand2b_1	18	0.011
o22ai_1	19	0.012
mux2_2	21	0.024
a21oi_1	105	0.054
a211oi_1	25	0.019
ha_1	106	0.14
a31oi_1	21	0.013
critical path, cell delays in order:
cell and delay, ns:
clkdlybuf4s50_1 0.93, nor2b_1 0.82, or3_1 0.67, buf_4 0.46
o21ai_0 0.18, nor2_1 0.15, o311ai_0 0.24, o32a_1 0.37
or3_1 0.33, or4_1 0.47, or4_1 0.44, nor4_2 0.29
clkdlybuf4s50_1 0.53
power by group:
group | switching (mW) | total (mW) | internal [mW]
clock network | 0 | 0 | 0
registers | 0 | 0 | 0
logic | 0.237 | 0.389 | 0.152
total | 0.237 | 0.389 | 0.152
per-stage QoR:
step | util | instances
final | 0.574 | 1690
after global routing | 0.574 | 1690
after CTS | 0.574 | 1690
after detailed placement | 0.574 | 1690
after global placement | 0.574 | 1690
after floorplan | - | 1415
area by class of cell:
class / count / area [µm²] / area share
Inverter: 98 / 368 / 0.0338
Multi-Input combinational cell: 1201 / 8950 / 0.823
Tap cell: 260 / 325 / 0.0299
Timing Repair Buffer: 131 / 1230 / 0.113
metal layers:
metal / routed length, µm / vias up
met2: 19400 / 924
met4: 2750 / 0
met3: 5650 / 188
met1: 18300 / 5618
li1: - / 5340
met5: 0 / -
No activity file was given, so power comes from the tool's default toggle rates.
