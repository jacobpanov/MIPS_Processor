**flow/run.sh**
```bash
#!/bin/bash
# OpenROAD 26Q1-2900-gdf79404cd8, Yosys 0.63+post, stock flow scripts
make -C /OpenROAD-flow-scripts/flow DESIGN_CONFIG=/design/flow/config.mk WORK_HOME=/design/flow/orfs finish
```
**flow/config.mk**
```make
export PLATFORM = sky130hd
export DESIGN_NAME = reg_file
export DESIGN_NICKNAME = reg_file
export VERILOG_FILES = /design/flow/design.v
export SDC_FILE = /design/flow/constraint.sdc
export NUM_CORES = 4
export LEC_CHECK = 1
export CORE_UTILIZATION = 50
```
**flow/constraint.sdc**
```tcl
current_design reg_file

set clk_period 14.6
set clk_io_pct 0.2

create_clock -name clk0 -period $clk_period [get_ports {clk}]

set non_clock_inputs [all_inputs -no_clocks]
set_input_delay [expr $clk_period * $clk_io_pct] -clock clk0 $non_clock_inputs
set_output_delay [expr $clk_period * $clk_io_pct] -clock clk0 [all_outputs]
```
**flow/design.v**
```verilog
module reg_file #(
    parameter REG_FILE_SIZE = 32,  
    parameter REG_FILE_ADDR_LEN = 5  
) (
    input logic clk,  
    input logic reset,  
    input logic write_en,  
    input logic [REG_FILE_ADDR_LEN-1:0] src1,  
    input logic [REG_FILE_ADDR_LEN-1:0] src2,  
    input logic [REG_FILE_ADDR_LEN-1:0] dest,  
    input logic [32-1:0] write_val,  
    output logic [32-1:0] reg1,  
    output logic [32-1:0] reg2  
);
    logic [32-1:0] reg_mem [0:REG_FILE_SIZE-1];  
    integer i;
    always_ff @(posedge clk) begin
        if (reset) begin
            for (i = 0; i < REG_FILE_SIZE; i = i + 1) begin
                reg_mem[i] <= 0;
            end
        end else if (write_en && dest != 0) begin
            reg_mem[dest] <= write_val;
        end
        reg_mem[0] <= 0;
    end
    assign reg1 = reg_mem[src1];  
    assign reg2 = reg_mem[src2];  
endmodule
```
==> results_dict.tcl <==
# place-and-route summary
set metrics [dict create \
    outcome "completed" \
    fmax_mhz 101 \
    dominantRegCellSynth "sky130_fd_sc_hd__edfxtp_1" \
    timing.final.crit_share_pct 67.7 \
    dr.first_iter.drc_count 2607 \
    fp_util_pct 50.4 \
    max_flop_register "reg_mem" \
    fraction_of_final_layout_cells_sized_beyond_drive_strength_1_pct 8.54 \
    layout_top_registers "reg_mem (1024)" \
    track_usage_pct 37.6 \
    power_leakage_uw 0.0240 \
    hp-class "in2reg" \
    cts-root-to-sink-buffers 3 \
    worst-slew-pin-transition_ns 0.890 \
    grt_pass1_vias 38600 \
    core_area_um2 111000 \
    drt_pass1_iterations 7 \
    detailedPlacementHpwl_mm 108 \
    maximum_number_of_pins_on_one_net_before_global_route_repair 82 \
    row_count 122 \
    antenna_left 0 \
    tritoncts "done" \
    detailroute.via_count 37700 \
    postSynthCellCount 4604 \
    finish.instance_area_um2 61600 \
    wl_mm 193 \
    port-buffer-count 113 \
    grt_pass1_wl_mm 275 \
    final-max-slew-violation-count 0 \
    critical_path_peak_fanout 39 \
    warning_count 26 \
    cts_setup_buffers 0 \
    total_number_of_yosys_warnings 1 \
    worstSetupPathType "in2out" \
    clock_sink_count 1024 \
    data_arrival_critical_path_ns 6.96 \
    cts_hold_buf 0 \
    gpl.final_weighted_congestion 0.910 \
    synth.cell_area_um2 55800 \
    rsz0062_at_grt "no" \
    finalWorstSetupSlack_ns 4.72 \
    final_setup_viols 0 \
    final.setup.tns_ns 0 \
    cts_repair_resize_count 0 \
    maxCapViolations 0 \
    power_density_nw_per_um2 116 \
    synth_chip_area_um2 55800 \
    critical_path_sink_type "primary output" \
    chipWidth_um 336 \
    clock-root-buffer "sky130_fd_sc_hd__clkbuf_16" \
    detail_route.drc_violations 0 \
    boundaryPins 114 \
    path_clk_slew_ns 0.06 \
    growth_of_design_area_from_synthesis_to_finish_pct 10.4 \
    placed_area_um2 58000 \
    report.power.total_uw 7130 \
    irDropWorstVdd_v 0.0000863 \
    via_per_inst 6.12 \
    grt_overflow_total 0 \
    worst-endpoint-required_ns 11.68 \
    synth-edff-count 992 \
    seq_area_frac_synth_pct 54.5 \
    antenna_violations_before_repair 5 \
    wire_per_inst_um 31.4 \
    place_ws_ns 4.81 \
    dieHeight_um 336 \
    syn-mean-instance-area_um2 12.1 \
    synth-async-reset-ratio_pct 0 \
    synth-cells-yosys 4604 \
    final.min_clock_period_ns 9.88 \
    synth-seq-cells 1024 \
    crit_path_launch_type "input pin" \
    synth.lib_cells_used.distinct 32 \
    report.final.hold_viol_count 0 \
    htree_num_levels 3 \
    chipArea_um2 113000 \
    nFillCells 9036 \
    total_cts_buffers 112 \
    largest_register_ff_count 1024 \
    maxSlewHeadroom_pct 40.5 \
]
layer usage:
layer  vias up  GRT usage, %  part of all wire [%]
li1      16700             -                     -
met1     18300          50.3                    36
met2      2194          53.5                    44
met3       424          21.7                    15
met4         8          12.8                   4.4
met5         -          1.96                  0.17
worst max-delay path: stages:
cell,delay [ns]
sky130_fd_sc_hd__clkdlybuf4s50_1,0.53
sky130_fd_sc_hd__nor2_4,0.14
sky130_fd_sc_hd__buf_4,0.44
sky130_fd_sc_hd__buf_4,0.74
sky130_fd_sc_hd__buf_4,0.65
sky130_fd_sc_hd__nand2_1,0.14
sky130_fd_sc_hd__a31oi_1,0.49
sky130_fd_sc_hd__nand3_1,0.37
sky130_fd_sc_hd__clkdlybuf4s50_1,0.50
kinds of logic (layout without fill, tap and decap cells):
| family | count (synthesis) | after routing | share of synthesized area (%) |
|---|---|---|---|
| buffers and inverters | 445 | 480 | 4.27 |
| AND/OR/NAND/NOR | 1534 | 1534 | 15.8 |
| multiplexers | 1024 | 1024 | 18.4 |
| flip-flops | 1024 | 1024 | 54.5 |
| AND-OR/OR-AND | 576 | 576 | 7.03 |
| other | 1 | 33 | 0.00672 |
final timing paths:
kind | start | endpoint | cells past startpoint
setup / recovery | src1[0] | reg1[15] | 9
hold / removal | write_val[20] | reg_mem[27][20]$_SDFFCE_PN0P_ | 3
cell usage after synthesis (40+ instances only):
cell type | n | area (um^2)
sky130_fd_sc_hd__mux2i_1 | 1024 | 10200
sky130_fd_sc_hd__and2_1 | 994 | 6220
sky130_fd_sc_hd__edfxtp_1 | 992 | 29800
sky130_fd_sc_hd__nand2_1 | 195 | 732
sky130_fd_sc_hd__nand3_1 | 193 | 966
sky130_fd_sc_hd__a21oi_1 | 192 | 961
sky130_fd_sc_hd__a22oi_1 | 192 | 1440
sky130_fd_sc_hd__clkbuf_1 | 190 | 713
sky130_fd_sc_hd__a22o_1 | 128 | 1120
sky130_fd_sc_hd__clkbuf_2 | 77 | 385
sky130_fd_sc_hd__buf_4 | 65 | 488
sky130_fd_sc_hd__a31oi_1 | 64 | 400
sky130_fd_sc_hd__nor3_1 | 64 | 320
sky130_fd_sc_hd__buf_2 | 46 | 230
sky130_fd_sc_hd__buf_6 | 40 | 450
layout make-up:
class / instances / area (um^2) / share of cell area, %
Sequential cell: 1024 / 30400 / 49.4
Clock buffer: 146 / 3020 / 4.91
Antenna cell: 1 / 2.50 / 0.00406
Tap cell: 1488 / 1860 / 3.02
Multi-Input combinational cell: 3166 / 23300 / 37.9
Timing Repair Buffer: 271 / 2380 / 3.86
Clock inverter: 63 / 586 / 0.951
metrics by stage:
step                      hold slack [ns]  std cells  util, %
after CTS                            3.10       6158     55.7
after global routing                 3.15       6158     55.7
final                                3.14       6159     55.7
after floorplan                      3.12       4635        -
after global placement               3.86       5949     52.4
after detailed placement             3.87       5949     52.4
layout by cell type, fill, tap and decap left out, drive strengths merged, types with 6 or more instances in the layout:
master,n
a21oi,192
a22oi,192
mux2i,1024
nand2,196
clkinvlp,6
or2,33
nand3,194
bufinv,11
buf,160
nor3,64
clkinv,43
and2,994
conb,32
clkbuf,146
a31oi,64
edfxtp,992
nor2,35
dfxtp,32
a22o,128
clkdlybuf4s50,111
report_power, final:
part | internal [uW] | switching [uW] | total (uW)
clock | 1640 | 1180 | 2830
sequential | 3380 | 76.1 | 3460
combinational | 306 | 537 | 843
